===== design/flow/config.mk =====
export PLATFORM = sky130hd
export DESIGN_NAME = router_top
export DESIGN_NICKNAME = router_top
export VERILOG_FILES = /design/flow/design.v
export SDC_FILE = /design/flow/constraint.sdc
export NUM_CORES = 4
export LEC_CHECK = 1
export CORE_UTILIZATION = 30

===== design/flow/constraint.sdc =====
current_design router_top

set clk_period 7.9
set clk_io_pct 0.2

create_clock -name clk0 -period $clk_period [get_ports {clock}]

set non_clock_inputs [all_inputs -no_clocks]
set_input_delay [expr $clk_period * $clk_io_pct] -clock clk0 $non_clock_inputs
set_output_delay [expr $clk_period * $clk_io_pct] -clock clk0 [all_outputs]

===== design/flow/design.v =====
module router_fifo(clock,resetn,write_enb,
				soft_reset,read_enb,data_in,lfd_state,
				data_out,empty,full);
	parameter
		WIDTH = 8,
		DEPTH =16,
		LENGTH=4;
	input [WIDTH-1:0]data_in;
	input clock,resetn,write_enb,read_enb,soft_reset;
	input lfd_state;
	output reg[WIDTH-1:0] data_out;
	output full,empty;
	integer i,flag;
	reg [5:0] payload;
	reg [LENGTH:0] read_pointer,write_pointer;
	reg[WIDTH:0] mem[0:DEPTH-1];
	reg lfd_state_reg;
	always @(posedge clock)
		begin	  
			if(~resetn || soft_reset)
					lfd_state_reg <= 1'b0;
		 	else 
					lfd_state_reg <= lfd_state;
		end
	always@(posedge clock)
		begin
			if(~resetn||soft_reset)
				begin
					for(i=0;i<DEPTH;i=i+1)
					begin
						mem[i]<=0;
					end
						write_pointer<=0;
				end
			else if(write_enb&&~full)
				begin
					mem[write_pointer[LENGTH-1:0]]<={lfd_state_reg,data_in};
					write_pointer<=write_pointer+1'b1;
				end
			else
					mem[write_pointer[LENGTH-1:0]]<=mem[write_pointer[LENGTH-1:0]];
		end
		always@(posedge clock)
		begin
			if(~resetn||soft_reset) begin 
				read_pointer <=1'b0;
				data_out<=(resetn)?8'bz:8'd0;
				payload <= 7'bzzz;
				end
			else if(read_enb&&~empty)
			begin
				if(mem[read_pointer[3:0]][8]==1'b1)
				begin
					payload<=mem[read_pointer[3:0]][7:2]+1'b1;
					data_out<=mem[read_pointer[3:0]][7:0];
					read_pointer<=read_pointer+1'b1;
				end
				else if(payload!=0)
				begin
					data_out<=mem[read_pointer[3:0]][7:0];
					payload<=payload-1'b1;
					read_pointer<=read_pointer+1'b1;
				end
				end
				else if(payload==0)
						  data_out<=8'bz;
			else
					  data_out<=data_out;
		end
	assign empty = (write_pointer==read_pointer)? 1'b1:1'b0;
	assign full = (write_pointer[LENGTH]!=read_pointer[LENGTH])&&(write_pointer[LENGTH-1:0]==read_pointer[LENGTH-1:0])?1'b1 : 1'b0;
endmodule
module router_fsm(clock,reset,pkt_valid,parity_done,soft_reset_0,soft_reset_1,soft_reset_2,
					fifo_full,low_pkt_valid,fifo_empty_0,fifo_empty_1,fifo_empty_2,data_in,
					busy,detect_add,ld_state,laf_state,full_state,write_enb_reg,rst_int_reg,lfd_state);
			input [1:0] data_in;
			input clock,reset,pkt_valid,parity_done,soft_reset_0,soft_reset_1,soft_reset_2,fifo_full,low_pkt_valid,
					fifo_empty_0,fifo_empty_1,fifo_empty_2;
			output busy,detect_add,ld_state,laf_state,full_state,write_enb_reg,rst_int_reg,lfd_state;
			parameter
				DECODE_ADDRESS= 3'b000,
				LOAD_FIRST_DATA= 3'b001,
				WAIT_TILL_EMPTY= 3'b010,
				LOAD_DATA=3'b011,
				FIFO_FULL_STATE=3'b100,
				LOAD_AFTER_FULL=3'b101,
				LOAD_PARITY= 3'b110,
				CHECK_PARITY_ERROR= 3'b111;
		reg [2:0] state,next_state;
		reg [1:0] addr;
		always@(posedge clock)
				if(~reset)
						addr<=0;
				else if(pkt_valid)
						addr<=data_in;
		always@(posedge clock)
			begin
					if(~reset)
							state<=DECODE_ADDRESS;
					else if(soft_reset_0||soft_reset_1||soft_reset_2)
							state<=DECODE_ADDRESS;
					else
							state<=next_state;
			end
		always@(state or pkt_valid or addr or fifo_empty_0 or data_in or fifo_empty_1,fifo_empty_2 or fifo_full or low_pkt_valid or parity_done)
			begin
						next_state= DECODE_ADDRESS;
					case(state)
							DECODE_ADDRESS: if((pkt_valid&data_in==2'b00 & fifo_empty_0) ||( pkt_valid & data_in==2'b01 & fifo_empty_1)|
								   				(pkt_valid & data_in==2'b10 &fifo_empty_2))
											next_state=LOAD_FIRST_DATA;
											else if((pkt_valid & data_in==2'b00 & !fifo_empty_0) || (pkt_valid & data_in==2'b01 & !fifo_empty_1)	||(pkt_valid & data_in==2'b10 & !fifo_empty_2)												||(pkt_valid & addr==2'b10 & !fifo_empty_2))
											next_state=WAIT_TILL_EMPTY;
											else
													next_state=DECODE_ADDRESS;
							LOAD_FIRST_DATA: next_state=LOAD_DATA;
							WAIT_TILL_EMPTY: if((fifo_empty_0 && addr==2'b00)||(fifo_empty_1 && addr==2'b01)||(fifo_empty_2 &&addr==2'b10))
												next_state=LOAD_FIRST_DATA;
											 else
													 next_state=WAIT_TILL_EMPTY;
							LOAD_DATA: if(fifo_full)
												next_state=FIFO_FULL_STATE;
											else if(!fifo_full && !pkt_valid)
													next_state=LOAD_PARITY;
											else
													next_state=LOAD_DATA;
							FIFO_FULL_STATE: if(!fifo_full)
												next_state=LOAD_AFTER_FULL;
											else 
												next_state=FIFO_FULL_STATE;
							LOAD_AFTER_FULL: if((!parity_done) && (low_pkt_valid))
												next_state=LOAD_PARITY;
											else if((!parity_done)&& (!low_pkt_valid))
													next_state=LOAD_DATA;
											else if(parity_done)
													next_state=DECODE_ADDRESS;
							LOAD_PARITY: next_state=CHECK_PARITY_ERROR;
							CHECK_PARITY_ERROR: if(fifo_full)
												next_state=FIFO_FULL_STATE;
												else if(!fifo_full)
												next_state=DECODE_ADDRESS;
							default : next_state=DECODE_ADDRESS;
						endcase
				end
			assign busy = (state==LOAD_FIRST_DATA)||(state==WAIT_TILL_EMPTY)||(state==FIFO_FULL_STATE)||(state==LOAD_AFTER_FULL)||(state==LOAD_PARITY)||(state==CHECK_PARITY_ERROR);
			assign detect_add = (state==DECODE_ADDRESS);
			assign ld_state = (state==LOAD_DATA);
			assign laf_state = (state==LOAD_AFTER_FULL);
			assign full_state =(state==FIFO_FULL_STATE);
			assign write_enb_reg = (state==LOAD_DATA)||(state==LOAD_PARITY)||(state==LOAD_AFTER_FULL);
			assign rst_int_reg = (state==CHECK_PARITY_ERROR);
			assign lfd_state = (state==LOAD_FIRST_DATA);
endmodule
module router_register(clock,resetn,pkt_valid,data_in,fifo_full,rst_int_reg,detect_add,ld_state,laf_state,full_state,lfd_state,parity_done,low_pkt_valid,err,dout);
		input [7:0] data_in;
		input clock,resetn,pkt_valid,fifo_full,rst_int_reg,detect_add,ld_state,laf_state,full_state,lfd_state;
		output reg [7:0] dout;
		output reg parity_done,low_pkt_valid,err;
		reg[7:0] header_byte,fifo_full_state,internal_parity,packet_parity;
		always@(posedge clock)
		begin
				if(~resetn)
				begin
						dout<=0;
						header_byte<=0;
						fifo_full_state<=0;
				end
				else if(detect_add && pkt_valid && data_in[1:0]!=3)
						header_byte<=data_in;
				else if(lfd_state)
						dout<=header_byte;
				else if(ld_state&&!fifo_full)
						dout<=data_in;
				else if(ld_state && fifo_full)
						fifo_full_state<=data_in;
				else if(laf_state)
						dout<=fifo_full_state;
		end
		always@(posedge clock)
		begin
				if(~resetn)
						err<=0;
				else if(internal_parity == packet_parity)
						err<=0;
				else
						err<=1;
		end
		always@(posedge clock)
		begin
				if(~resetn)
						internal_parity<=0;
				else if(detect_add)
						internal_parity<=0;
				else if(lfd_state)
						internal_parity<= internal_parity ^ header_byte;
				else if(ld_state && pkt_valid && !full_state)
						internal_parity <= internal_parity ^ data_in;
				else
						internal_parity <= internal_parity;
		end
		always@(posedge clock)
		begin
				if(~resetn)
						parity_done<=0;
				else if(detect_add)
						parity_done<=0;
				else if((ld_state && !fifo_full && !pkt_valid)||(laf_state && low_pkt_valid && !parity_done))
						parity_done<=1;
		end
		always@(posedge clock)
		begin
				if(~resetn)
						low_pkt_valid <= 0;
				else if (rst_int_reg)
						low_pkt_valid <= 0;
				else if(ld_state && !pkt_valid)
						low_pkt_valid <=1;
		end
		always@(posedge clock)
		begin
				if(~resetn)
						packet_parity<=0;
				else if(detect_add)
						packet_parity<=0;
				else if(ld_state && ~pkt_valid) 
						packet_parity<=data_in;
		end
endmodule
module router_sync(clock,
		reset,detec_addr,data_in,
		write_enb_reg,read_enb_0,
		read_enb_1,read_enb_2,full_0,
		full_1,full_2,empty_0,empty_1,
		empty_2,vld_out_0,vld_out_1,vld_out_2,
		soft_reset_0,soft_reset_1,soft_reset_2,
		fifo_full,write_enb);
	input clock,reset,detec_addr,read_enb_0,read_enb_1,read_enb_2,empty_0,empty_1,empty_2,
		full_0,full_1,full_2,write_enb_reg;
	input [1:0] data_in;
	output reg [2:0] write_enb;
	output vld_out_0,vld_out_1,vld_out_2;
	output reg soft_reset_0,soft_reset_1,soft_reset_2,fifo_full;
	reg [1:0] addr;
	reg [4:0] count_0,count_1,count_2;
	always@(posedge clock)
	   begin
		if(~reset)
			addr<=0;
		else if(detec_addr)
			addr<=data_in;
		else
			addr<=addr;
	   end
	always@(*)
		begin
		  	if(write_enb_reg)
		  begin
				case(addr)
				 2'b00: write_enb<=3'b001;
	  			 2'b01: write_enb<=3'b010;
				 2'b10: write_enb<=3'b100;
				default : write_enb<=3'b000;
  				endcase
			end
			 else
				 write_enb<=3'b000;
	 end
	always@(*)
		begin
			case(addr)	  
				2'b00:fifo_full=full_0;
				2'b01:fifo_full=full_1;
				2'b10:fifo_full=full_2;
				default fifo_full=1'b0;
			endcase
		end
	assign vld_out_0=~empty_0;
	assign vld_out_1=~empty_1;
	assign vld_out_2=~empty_2;
	always@(posedge clock)
		begin
			if(~reset)
				begin
						count_0<=5'd0;
						soft_reset_0<=0;
				end
			else if(~vld_out_0)
				begin
						count_0<=5'd1;
						soft_reset_0<=0;
				end
			else if(read_enb_0)
				begin
						count_0<=5'd1;
						soft_reset_0<=0;
				end
			else if(count_0==5'd30)
				begin
						count_0<=5'd1;
						soft_reset_0<=1;
				end
			else
				begin
				count_0<=count_0+5'd1;
				soft_reset_0<=0;
				end
		end
	always@(posedge clock)
		begin
			if(~reset)
				begin
						count_1<=5'd0;
						soft_reset_1<=0;
				end
			else if(~vld_out_0)
				begin
						count_1<=5'd1;
						soft_reset_1<=0;
				end
			else if(read_enb_1)
				begin
						count_1<=5'd1;
						soft_reset_1<=0;
				end
			else if(count_1==5'd30)
				begin
						count_1<=5'd1;
						soft_reset_1<=1;
				end
			else
				begin
					count_1<=count_1+5'd1;
					soft_reset_1<=0;
				end
			end
	always@(posedge clock)
		begin
			if(~reset)
				begin
						count_2<=5'd0;
						soft_reset_2<=0;
				end
			else if(~vld_out_2)
				begin
						count_2<=5'd1;
						soft_reset_2<=0;
				end
			else if(read_enb_2)
				begin
						count_2<=5'd1;
						soft_reset_2<=0;
				end
			else if(count_2==5'd30)
				begin
						count_2<=5'd1;
						soft_reset_2<=1;
				end
			else
				begin
					count_2<=count_2+5'd1;
					soft_reset_2<=0;
				end
			end
endmodule
module router_top(clock,resetn,read_enb_0,read_enb_1,read_enb_2,data_in,pkt_valid,data_out_0,data_out_1,data_out_2,valid_out_0,
			valid_out_1,valid_out_2,error,busy);
		input clock,resetn,read_enb_0,read_enb_1,read_enb_2,pkt_valid;
		input [7:0] data_in;
		output[7:0] data_out_0,data_out_1,data_out_2;
		output valid_out_0,valid_out_1,valid_out_2,error,busy;
		wire [2:0] write_enb,empty,full,soft_reset;
		wire lfd_state,detect_add,write_enb_reg,fifo_full,parity_done,low_pkt_valid,ld_state,laf_state,full_state,rst_int_reg;
		wire [7:0] dout;
		router_fifo fifo_0(clock,resetn,write_enb[0],soft_reset[0],read_enb_0,dout,lfd_state,data_out_0,empty[0],full[0]);
		router_fifo fifo_1(clock,resetn,write_enb[1],soft_reset[1],read_enb_1,dout,lfd_state,data_out_1,empty[1],full[1]);
		router_fifo fifo_2(clock,resetn,write_enb[2],soft_reset[2],read_enb_2,dout,lfd_state,data_out_2,empty[2],full[2]);
		router_sync sync(clock,resetn,detect_add,data_in[1:0],write_enb_reg,read_enb_0,read_enb_1,read_enb_2,full[0],full[1],full[2],empty[0],empty[1],empty[2],valid_out_0,valid_out_1,valid_out_2,soft_reset[0],soft_reset[1],soft_reset[2],fifo_full,write_enb);
		router_fsm fsm(clock,resetn,pkt_valid,parity_done,soft_reset[0],soft_reset[1],soft_reset[2],fifo_full,low_pkt_valid,empty[0],empty[1],empty[2],data_in[1:0],busy,detect_add,ld_state,laf_state,full_state,write_enb_reg,rst_int_reg,lfd_state);
		router_register register(clock,resetn,pkt_valid,data_in,fifo_full,rst_int_reg,detect_add,ld_state,laf_state,full_state,lfd_state,parity_done,low_pkt_valid,error,dout);
endmodule

===== design/flow/run.sh =====
#!/bin/bash
# OpenROAD 26Q1-2900-gdf79404cd8, Yosys 0.63+post, stock flow scripts
make -C /OpenROAD-flow-scripts/flow DESIGN_CONFIG=/design/flow/config.mk WORK_HOME=/design/flow/orfs finish

==> results.txt <==
On the backend side, the flow ran end to end.

The cell type that accounts for the most area after synthesis is sky130_fd_sc_hd__edfxtp_1. Per the detail_route report, the via count comes to 16400. After synthesis, the design contains 2065 cells according to Yosys. The highest clock rate this design can be run at is 216 MHz. The global-route wire length before repair stands at 99.5 mm. Yosys attributes the largest share of cell area to sky130_fd_sc_hd__edfxtp_1 52%, sky130_fd_sc_hd__dfxtp_1 8.7%, sky130_fd_sc_hd__mux4_2 7.8%.

The data arrival time of the worst path stands at 3.06 ns. For flop-to-flop paths, the worst setup slack is 3.78 ns. The area added between synthesis and finish stands at 13.8%.

The maximum fanout along the worst path stands at 7. After synthesis, the most frequently instantiated cells are 474 x sky130_fd_sc_hd__edfxtp_1, 295 x sky130_fd_sc_hd__and3_1, 154 x sky130_fd_sc_hd__and2_1. The synthesis area per yosys stands at 0.0273 mm².

Post-synth the commonest register cell is sky130_fd_sc_hd__edfxtp_1. The type recorded for the worst min-delay path is reg2reg. The part of the cycle the worst path needs stands at 58.7%. In this run the static leakage power is 12.0 nW.

Per the CTS log, the root buffer master is sky130_fd_sc_hd__clkbuf_16. The hold slack stands at 0.467 ns. Walking the worst path, the cells encountered are xnor2_1 > nand4_1 > nor2_1 > inv_1 > clkdlybuf4s50_1. Yosys printed 7 warnings.

Global routing used 7.64% of the available met3 tracks. The number of flops mapped to enable cells by yosys stands at 474. The post-synth register bit count is 592. For this design the ratio of total power to cell area is 228 mW/mm². Per the synthesis report, the number of distinct cell types is 66. The die is 304 µm tall. The final global-route overflow total stands at 0. Once iteration 0 of detailed routing completed, the report listed 916 DRC markers.

Per STA, the highest per-stage delay on the worst path measures 0.50 ns. The count of tool warnings stands at 40. During I/O placement, the number of pins put on the boundary was 43.

The average instance in the mapped netlist occupies 13.2 µm². For this run the detailed placement stage logged an HPWL of 39.0 mm. In this run, post-CTS repair resized a total of 0 instances.

The number of maximum-capacitance violations stands at 0. The clock-pin transition on the worst setup and hold timing paths stands at 0.06 ns. The post-CTS hold buffer count recorded in the log is 0. The clock period minus final worst setup slack stands at 4.64 ns. The worst setup path is captured at a primary output. The region available for standard cell placement spans 0.0900 mm². According to the floorplan report, the die width is 304 µm. The critical path is of the reg2out type. The number of setup buffers added after CTS is 0.

The global-route total usage across every layer stands at 14.7%. After detailed routing, the number of vias per cell comes to 5.00. The worst slew slack as a fraction of its limit stands at 45.3%. The final weighted congestion recorded by global placement is 0.845. The initial core utilization stands at 30.3%.

In the final layout, the registers with the most flip-flops are fifo_0.mem (144), fifo_1.mem (144), fifo_2.mem (144). The layout report lists the multi-input gate area as 0.00984 mm². Per the TritonCTS log, the buffer count is 68.

For reference, the final report shows the hold violation count at 0. TritonCTS built the clock tree. The initial antenna violation count is 1. STA lists the endpoint of the worst register-to-register path as fifo_1.data_out[2].

The path with the worst hold slack has its endpoint at register.dout[6]. Buffers placed on the I/O ports in this run total 42. The flow ran to the end, and the final reports show no timing, DRC or antenna violations. sky130_fd_sc_hd__edfxtp_1 is the most common cell in the netlist. Summed over its instances, the top area cell type makes up 52.1% of the synthesized netlist area. The hold path depth stands at 1.

The number of design rule violations left after detail routing stands at 0. At the worst endpoint, the required time is 6.32 ns. The sequential fraction of the synthesis area stands at 60.8%. The met2 usage in global routing stands at 22.7%. CTS saw 592 sinks. Per the synth stats, the proportion of register bits with asynchronous set or reset is 0%.

The final worst clock skew stands at 0.0232 ns. After floorplanning, the core was divided into 110 placement rows. VDD sags by at most 143 µV. In the final timing run, aggregate negative setup slack is 0 ns. The actual slew at the worst max-slew pin stands at 0.815 ns.

For this run, the final setup violation count is recorded as 0. The synthesized instance count is 2065. The share of cells above drive strength 1 stands at 13.1%. In the final layout, flip-flops and latches occupy 0.0166 mm². The count of antenna diodes in the layout stands at 0. The combined area of all synthesized cells stands at 0.0273 mm². The largest net degree at the start of global routing stands at 49. Per the CTS log, the maximum H-tree level is 3. Once detail routing completed, the nets flagged for antenna violations numbered 0. Clock latency on the worst-skew pair, taken at its later pin, is 0.60 ns. The layer flagged by global routing as most heavily used is met2.

After floorplanning, the die was sized to cover 0.0922 mm². Global routing used 18.8% of the available met1 tracks. In the final report, the number of pins over their slew limit comes to 0. The slowest stage of the critical path belongs to the cell sky130_fd_sc_hd__dfxtp_1. The detailed-route wire length per cell stands at 19.5 µm. The via count of the first global-routing pass came to 17000. STA lists the startpoint of the worst hold path as register.dout[6].

The buffer levels on the longest clock path stands at 3. The worst setup path is launched from a flop. The total detailed-routing wirelength stands at 63.8 mm. Setup repair after global routing left no endpoint under its margin.

The iteration tally of the first detailed-router pass stands at 5. Logic depth along the worst register-to-register path is recorded as 6. The number of inserted filler cells in the final layout stands at 8456.
==> logic make-up (layout without fill, tap and decap cells) <==
family / count (synthesis) / after routing / share of synthesized area (%)
AOI/OAI and AO/OA: 191 / 191 / 4.89
xor gates and xnor gates: 79 / 79 / 2.53
adders and majority gates: 30 / 30 / 1.38
buffers and inverters: 211 / 246 / 3.25
DFF: 592 / 592 / 60.8
muxes: 140 / 140 / 10.6
and+or+nand+nor: 822 / 822 / 16.5
==> per-layer routing <==
layer | up-vias | wire (µm)
met5 | - | 13
met4 | 2 | 1750
met3 | 109 | 7190
met2 | 673 | 30100
met1 | 7903 | 24700
li1 | 7689 | -
==> per-stage QoR <==
stage / cell area, µm² / utilization [%] / power, W / std cells / worst slack, ns
finish: 31100 / 34.5 / 0.00708 / 3276 / 3.26
global route: 31100 / 34.5 / 0.00732 / 3276 / 3.02
CTS: 31100 / 34.5 / 0.00715 / 3276 / 3.28
detailed placement: 28800 / 32.0 / 0.00406 / 3153 / 2.85
global placement: 28800 / 32.0 / 0.00405 / 3153 / 2.98
floorplan: 27300 / - / 0.00388 / 2065 / 4.35
==> power breakdown <==
group	switching, W	leakage, nW	internal [W]	total (W)
combinational	0.000276	5.10	0.000175	0.000451
sequential	0.0000564	5.84	0.00348	0.00354
clock	0.00126	1.05	0.00183	0.00309
total	0.00159	12.0	0.00549	0.00708
==> worst max-delay path, delay by kind of cell, from the launching register on <==
kind | cells | cell delay (ns)
DFF | 1 | 0.50
buffers and inverters | 2 | 0.88
and+or+nand+nor | 2 | 0.93
xor gates and xnor gates | 1 | 0.16
==> worst max path at each step <==
stage | cells after the start | from | to
final | 5 | fifo_2.write_pointer[2] | valid_out_2
after global routing | 5 | fifo_2.write_pointer[2] | valid_out_2
after CTS | 5 | fifo_2.write_pointer[2] | valid_out_2
==> layout by cell type, fill, tap and decap left out, drive strengths merged, types with 6 or more instances in the layout <==
cell           count
a21oi             52
a221oi             6
a22oi             40
a31oi             15
a32o               8
and2             154
and3             295
buf               55
bufinv             6
clkbuf            87
clkdlybuf4s50     42
clkinv            19
clkinvlp           8
dfxtp            118
edfxtp           474
ha                30
inv               29
mux2i             25
mux4             114
nand2            132
nand2b            21
nand3             27
nand4             10
nor2             119
nor2b              7
nor3              20
nor4              15
o211ai             6
o21ai             27
xnor2             34
xor2              45
==> final cells by class <==
class	count	share of cell area, %
Clock buffer	87	5.84
Clock inverter	36	1.26
Inverter	26	0.314
Tap cell	1176	4.74
Sequential cell	592	53.5
Multi-Input combinational cell	1262	31.7
Timing Repair Buffer	97	2.68
Power and IR drop assume default switching activity.
